### design/flow/design.v
module  por_rst #(parameter CNTR_END = 1000*1000*100 )(input clk,rst_in ,output reg rst,output reg  rstn);
reg [31:0] c;
wire of = ( c ==  CNTR_END )  ;
always @ (posedge clk) if (rst_in) c<=0;else if (~of) c<=c+1;
always @ (posedge clk) rst <= ~of ; 
always @ (posedge clk) rstn <= of ;
endmodule 
### design/flow/config.mk
export PLATFORM = sky130hd
export DESIGN_NAME = por_rst
export DESIGN_NICKNAME = por_rst
export VERILOG_FILES = /design/flow/design.v
export SDC_FILE = /design/flow/constraint.sdc
export NUM_CORES = 4
export LEC_CHECK = 1
export CORE_AREA = 10 10 98 98
export DIE_AREA = 0 0 108 108
### design/flow/constraint.sdc
current_design por_rst

set clk_period 4.9
set clk_io_pct 0.2

create_clock -name clk0 -period $clk_period [get_ports {clk}]

set non_clock_inputs [all_inputs -no_clocks]
set_input_delay [expr $clk_period * $clk_io_pct] -clock clk0 $non_clock_inputs
set_output_delay [expr $clk_period * $clk_io_pct] -clock clk0 [all_outputs]
### design/flow/run.sh
#!/bin/bash
# OpenROAD 26Q1-2900-gdf79404cd8, Yosys 0.63+post, stock flow scripts
make -C /OpenROAD-flow-scripts/flow DESIGN_CONFIG=/design/flow/config.mk WORK_HOME=/design/flow/orfs finish
==> impl_metrics.yaml <==
# flow metrics
outcome:
  status: "finished, final reports clean"
clock_tree:
  cts_tree: "yes"
  postCtsSetupBuffers: 0
  hold_buffers: 0
  clock_latency_ps: 280
  cts_htree_levels: 2
  cts_resized: 0
  cts.clk_slew.worst_paths_ps: 60
  clockBufferDepth: 2
  cts-root-buf: "clkbuf_8"
  cts.sinks: 34
  cts_made_buffers: 5
yosys:
  netlist_instances: 183
  area_leaders: "dfxtp_1 (42%), xor2_1 (11%), nor2_1 (6.3%), nand4_1 (5.8%), nand3_1 (3.1%)"
  yosysSeqAreaShare: 0.4230
  largest_area_cell: "dfxtp_1"
  most_common_cell: "dfxtp_1"
  yosysWarnings: 1
  ys_area_um2: 1609
  top_cell_area_share: 0.4230
  synth_area_um2: 1609
  syn-mean-instance-area_um2: 8.793
  edf_count: 0
  synth_cell_types: 30
  yosys_cells: 183
  ys.flops: 34
  async_reset_ff_frac: 0
  flop_cell: "dfxtp_1"
  common_cells: "dfxtp_1 (34), nor2_1 (27), xor2_1 (21)"
floorplanning:
  io_pins: 4
  dieArea_um2: 11660
  core-area_um2: 7647
  dieWidth_um: 108
  die_y_um: 108
  rows: 32
  fp_util: 0.2104
drt:
  viasPerCell: 4.167
  routedWlPerCell_um: 10.38
  antennaDiodeCount: 0
  dr.pass1.iters: 4
  dr_total_vias: 1200
  finalWirelength_mm: 2.990
  drc_errors: 0
  ant_nets: 0
  drtIter0Drc: 63
flow_run:
  maxCapViolations: 0
  openroad.warnings: 26
worst_setup_path:
  worst-path-buf-inv: 0
  critPathKind: "flop to flop"
  critical_path.cell_chain: "nand4_2 > nor3_4 > nand3_4 > or4_1 > a21oi_1"
  crit_family: "simple AND/OR/NAND/NOR gates"
  crit_fanout: 13
  end_kind: "flop"
  worst_path_largest_cell_delay_ps: 510
  worstPathArrival_ps: 2260
  startpoint_type: "flop"
  required_ps: 5110
  slowest_stage: "nor3_4"
global_route:
  antenna_found_initial: 0
  grt_max_degree: 33
  grt_use_met1: 0.08221
  grt_overflow: 0
  grt_use_met3: 0.01506
  grt_usage: 0.05334
  top_usage_layer: "met1"
  use_met2: 0.07414
  first_global_vias: 1117
  grt_pass1_wl_mm: 5.209
timing:
  maxSlewViolCount: 0
  hold_ws_ps: 504.4
  grt_setup_unrepaired: "no"
  hold_violations: 0
  fin_worst_skew_ps: 3.633
  max_slew.worst_pin.slew_ps: 550.9
  max_freq_mhz: 488.2
  setup_violations: 0
  fin_crit_sh: 0.4180
  period_minus_slack_ps: 2048
  slew_headroom: 0.6315
  setup_tns_ps: 0
power:
  p_per_area_nw_per_um2: 270.1
  peakVddDrop_uv: 77.21
  p_leak_nw: 0.6253
placement:
  io_buffer_count: 3
  dp_hpwl_mm: 2.009
  gp_congestion: 0.8030
layout:
  drive_gt1_frac: 0.07527
  area_growth_pct: 13.22
hold_path:
  hold_class: "flop to flop"
-- where the power goes --
part	internal [mW]	leakage [nW]	total (mW)	switching [mW]
sequential	0.278	0.274	0.281	0.00259
clock	0.108	0.0431	0.198	0.0901
combinational	0.00474	0.308	0.0127	0.00794
-- placed cells by master, fill, tap and decap left out, drive strengths merged, types with 2 or more instances in the layout --
| master | netlist | layout |
|---|---|---|
| a21oi | 7 | 7 |
| and3 | 5 | 5 |
| buf | 3 | 2 |
| clkbuf | 5 | 6 |
| clkdlybuf4s50 | 0 | 3 |
| dfxtp | 34 | 34 |
| ha | 2 | 2 |
| inv | 8 | 8 |
| nand2 | 13 | 13 |
| nand3 | 11 | 11 |
| nand4 | 16 | 16 |
| nor2 | 28 | 28 |
| nor3 | 4 | 4 |
| nor4 | 5 | 5 |
| nor4b | 3 | 3 |
| o31ai | 4 | 4 |
| or3 | 3 | 3 |
| or4 | 4 | 4 |
| xnor2 | 4 | 4 |
| xor2 | 21 | 21 |
-- sequential cells by signal (all words and copies together) (netlist names) --
name,cells
c,32
rstn,1
rst,1
-- cell type report --
| class | instances | area (µm²) |
|---|---|---|
| Multi-Input combinational cell | 133 | 855.8 |
| Clock buffer | 6 | 82.58 |
| Timing Repair Buffer | 5 | 45.04 |
| Fill cell | 809 | 5826 |
| Sequential cell | 34 | 680.7 |
| Inverter | 8 | 30.03 |
| Tap cell | 102 | 127.6 |
-- worst register-to-register path: cells and delay by family (launching register included) --
family / cells / cell delay, ps
AND-OR/OR-AND: 1 / 150
flip-flops: 1 / 460
AND/OR/NAND/NOR: 4 / 1380
-- worst paths after layout --
kind	start	to	slack (ps)	cells past startpoint
max	c[6]	c[28]	2850	5
min	c[22]	c[22]	500	2
max reg2reg	c[6]	c[28]	2850	5
min reg2reg	c[22]	c[22]	500	2
-- through the flow --
| step | power [mW] | worst slack (ps) | util | cell area [µm²] | cells |
|---|---|---|---|---|---|
| CTS | 0.5003 | 2863 | 0.2382 | 1822 | 288 |
| global route | 0.5149 | 2672 | 0.2382 | 1822 | 288 |
| floorplan | 0.2955 | 3187 | - | 1609 | 183 |
| finish | 0.4920 | 2852 | 0.2382 | 1822 | 288 |
| global placement | 0.2999 | 2923 | 0.2274 | 1739 | 282 |
| detailed placement | 0.3002 | 2889 | 0.2274 | 1739 | 282 |
-- layer usage --
layer | up-vias | share of wire
met1 | 524 | 0.53
met5 | - | 0
li1 | 651 | -
met3 | 5 | 0.052
met2 | 20 | 0.41
met4 | 0 | 0.011
-- cells by family after synthesis --
| logic type | count (synthesis) | share of synthesized area |
|---|---|---|
| flops | 34 | 0.4230 |
| compound gates | 12 | 0.04354 |
| fa+ha+maj | 2 | 0.01555 |
| simple gates | 94 | 0.3367 |
| xor+xnor | 25 | 0.1361 |
| buf+inv | 16 | 0.04510 |
Power figures rest on the tool's default switching activity, not on a simulated workload.
