===== design/flow/design.v =====
module async_transmitter(
	input clk,
	input TxD_start,
	input [7:0] TxD_data,
	output TxD,
	output TxD_busy
);
parameter ClkFrequency = 33333*1000;  
parameter Baud = 115200;
generate
endgenerate
wire BitTick;
BaudTickGen #(ClkFrequency, Baud) tickgen(.clk(clk), .enable(TxD_busy), .tick(BitTick));
reg [3:0] TxD_state = 0;
wire TxD_ready = (TxD_state==0);
assign TxD_busy =  ( ~ TxD_ready ) | TxD_start ;  
reg [7:0] TxD_shift = 0;
always @(posedge clk)
begin
	if(TxD_ready & TxD_start)
		TxD_shift <= TxD_data;
	else
	if(TxD_state[3] & BitTick)
		TxD_shift <= (TxD_shift >> 1);
	case(TxD_state)
		4'b0000: if(TxD_start) TxD_state <= 4'b0100;
		4'b0100: if(BitTick) TxD_state <= 4'b1000;   
		4'b1000: if(BitTick) TxD_state <= 4'b1001;   
		4'b1001: if(BitTick) TxD_state <= 4'b1010;   
		4'b1010: if(BitTick) TxD_state <= 4'b1011;   
		4'b1011: if(BitTick) TxD_state <= 4'b1100;   
		4'b1100: if(BitTick) TxD_state <= 4'b1101;   
		4'b1101: if(BitTick) TxD_state <= 4'b1110;   
		4'b1110: if(BitTick) TxD_state <= 4'b1111;   
		4'b1111: if(BitTick) TxD_state <= 4'b0010;   
		4'b0010: if(BitTick) TxD_state <= 4'b0011;   
		4'b0011: if(BitTick) TxD_state <= 4'b0000;   
		default: if(BitTick) TxD_state <= 4'b0000;
	endcase
end
assign TxD = (TxD_state<4) | (TxD_state[3] & TxD_shift[0]);   
endmodule
module async_receiver(
	input clk,
	input RxD,
	output reg RxD_data_ready = 0,
	output reg [7:0] RxD_data = 0,   
	output RxD_idle,   
	output reg RxD_endofpacket = 0   
);
parameter ClkFrequency = 33333*1000;  
parameter Baud = 115200;
parameter Oversampling = 8;   
generate 
endgenerate
reg [3:0] RxD_state = 0;
wire OversamplingTick;
BaudTickGen #(ClkFrequency, Baud, Oversampling) tickgen(.clk(clk), .enable(1'b1), .tick(OversamplingTick));
reg [1:0] RxD_sync = 2'b11;
always @(posedge clk) if(OversamplingTick) RxD_sync <= {RxD_sync[0], RxD};
reg [1:0] Filter_cnt = 2'b11;
reg RxD_bit = 1'b1;
always @(posedge clk)
if(OversamplingTick)
begin
	if(RxD_sync[1]==1'b1 && Filter_cnt!=2'b11) Filter_cnt <= Filter_cnt + 1'd1;
	else 
	if(RxD_sync[1]==1'b0 && Filter_cnt!=2'b00) Filter_cnt <= Filter_cnt - 1'd1;
	if(Filter_cnt==2'b11) RxD_bit <= 1'b1;
	else
	if(Filter_cnt==2'b00) RxD_bit <= 1'b0;
end
function integer log2(input integer v); begin log2=0; while(v>>log2) log2=log2+1; end endfunction
localparam l2o = log2(Oversampling);
reg [l2o-2:0] OversamplingCnt = 0;
always @(posedge clk) if(OversamplingTick) OversamplingCnt <= (RxD_state==0) ? 1'd0 : OversamplingCnt + 1'd1;
wire sampleNow = OversamplingTick && (OversamplingCnt==Oversampling/2-1);
always @(posedge clk)
case(RxD_state)
	4'b0000: if(~RxD_bit) RxD_state <=  4'b0001 ;   
	4'b0001: if(sampleNow) RxD_state <= 4'b1000;   
	4'b1000: if(sampleNow) RxD_state <= 4'b1001;   
	4'b1001: if(sampleNow) RxD_state <= 4'b1010;   
	4'b1010: if(sampleNow) RxD_state <= 4'b1011;   
	4'b1011: if(sampleNow) RxD_state <= 4'b1100;   
	4'b1100: if(sampleNow) RxD_state <= 4'b1101;   
	4'b1101: if(sampleNow) RxD_state <= 4'b1110;   
	4'b1110: if(sampleNow) RxD_state <= 4'b1111;   
	4'b1111: if(sampleNow) RxD_state <= 4'b0010;   
	4'b0010: if(sampleNow) RxD_state <= 4'b0000;   
	default: RxD_state <= 4'b0000;
endcase
always @(posedge clk)
if(sampleNow && RxD_state[3]) RxD_data <= {RxD_bit, RxD_data[7:1]};
always @(posedge clk)
begin
	RxD_data_ready <= (sampleNow && RxD_state==4'b0010 && RxD_bit);   
end
reg [l2o+1:0] GapCnt = 0;
always @(posedge clk) if (RxD_state!=0) GapCnt<=0; else if(OversamplingTick & ~GapCnt[log2(Oversampling)+1]) GapCnt <= GapCnt + 1'h1;
assign RxD_idle = GapCnt[l2o+1];
always @(posedge clk) RxD_endofpacket <= OversamplingTick & ~GapCnt[l2o+1] & &GapCnt[l2o:0];
endmodule
module ASSERTION_ERROR();
endmodule
module BaudTickGen(
	input clk, enable,
	output tick   
);
parameter ClkFrequency = 25000000;
parameter Baud = 115200;
parameter Oversampling = 1;
function integer log2(input integer v); begin log2=0; while(v>>log2) log2=log2+1; end endfunction
localparam AccWidth = log2(ClkFrequency/Baud)+8;   
reg [AccWidth:0] Acc = 0;
localparam ShiftLimiter = log2(Baud*Oversampling >> (31-AccWidth));   
localparam Inc = ((Baud*Oversampling << (AccWidth-ShiftLimiter))+(ClkFrequency>>(ShiftLimiter+1)))/(ClkFrequency>>ShiftLimiter);
always @(posedge clk) if(enable) Acc <= Acc[AccWidth-1:0] + Inc[AccWidth:0]; else Acc <= Inc[AccWidth:0];
assign tick = Acc[AccWidth];
endmodule
module uart_burn_spi_flash (
input clk,rxd,rst ,
output txd,
input spi_miso,
output spi_mosi,spi_sck,
input [31:0]in32,
output reg [31:0] out32 
);
parameter ClkFrequency = 33333*1000;  
parameter Baud = 115200; 
reg [7:0] st ;
reg [15:0] c,len ;
wire [7:0] rx_u8 ;
wire rx_ready ;
always @ (posedge clk) if (rst) st<=0; else case (st)
0 : st <=5 ;
5 : st<=10 ; 
10 : if (rx_ready) st <= ( rx_u8=='h55)?11:5; 
11 : if (rx_ready) st <= ( rx_u8=='haa)?12:5; 
12 : if (rx_ready) st <= ( rx_u8=='h5a)?13:5; 
13 : if (rx_ready) case (rx_u8)
     20: st<=20 ;    
	  30: st<=30 ;    
	  40: st<=40 ;    
	  50: st<=50 ;    
	  60: st<=60 ;    
	  default st<= 5;endcase 
	  20: if (rx_ready) st<=21;  
	  21: if (rx_ready) st<=22;  
	  22: if (rx_ready) st<=23;  
	  23: if (rx_ready) st<=24;  
	  24: st <= 25 ;
	  25: st <= 26 ;
	  26: st <= 27 ;  
	  27: st <= 5  ;
	  30: if (~tx_busy) st <= 31 ;  
	  31: if (~tx_busy) st <= 32 ;  
	  32: if (~tx_busy) st <= 33 ;  
	  33: if (~tx_busy) st <= 34 ;  
	  34: st <= 35 ;
	  35: st <= 36 ;
	  36: st <= 37 ;
	  37: st <= 5  ;
	  40 : if (rx_ready) st<=41;
	  41 : st<=42;  
	  42 : if (~spi_master_busy) st<=43;
	  43 : if (~tx_busy) st<=44;
	  44: st <= 45 ;
	  45: st <= 5  ;
	  50: if (rx_ready) st <= 51 ;  
	  51: if (rx_ready) st <= 52 ;  
	  52: st <= 53 ;
	  53:  if (rx_ready)  st<=54;     
      54:  if (~spi_master_busy) st<=55;
	  55:  st<=56; 
	  56:  if (c == len )  st<=59 ;else st<=53;
	  58:  st<= 59;
	  59:  st<= 5;
	  60: if ( rx_ready ) st <= 61 ;  
	  61: if ( rx_ready ) st <= 62 ;  
	  62: if (~spi_master_busy) st <= 63 ; 
	  63: if (~spi_master_busy) st<=65;
	  65: if (~tx_busy) st<=70 ;
	  70: if (c==len) st<=71;else st<=62 ;
	  71: st<=5;
	  default st <= 0 ; 
	  endcase 
reg spi_wr ;
reg [7:0] spi_din ;
always@(posedge clk) if (st==20 && rx_ready==1)out32[8*3+7:8*3+0] <= rx_u8;
always@(posedge clk) if (st==21 && rx_ready==1)out32[8*2+7:8*2+0] <= rx_u8;
always@(posedge clk) if (st==22 && rx_ready==1)out32[8*1+7:8*1+0] <= rx_u8;
always@(posedge clk) if (st==23 && rx_ready==1)out32[8*0+7:8*0+0] <= rx_u8;
always@(posedge clk ) case (st) 50,60 : c <= 0 ;55 : c <= c + 1 ;62 : if (~spi_master_busy) c<=1+c; endcase  
always@(posedge clk ) case (st) 50,60:if (rx_ready)  len[15:8] <= rx_u8;   endcase 
always@(posedge clk ) case (st) 51,61:if (rx_ready)  len[7:0] <= rx_u8;    endcase 
always@(posedge clk ) case (st) 
40,53:   begin spi_wr<=rx_ready;spi_din<=rx_u8 ; end  
62   :   begin spi_wr<= ~spi_master_busy ; spi_din<= 8'hff ; end  
default  begin spi_wr<=0; end
endcase 
reg [7:0]  tx_d;
reg tx_wr ;
wire [7:0] spi_q;
always@(posedge clk) case (st)
30,31,32,33 : begin tx_wr<=~tx_busy; tx_d<= rx_u8 ;end   
65 : begin tx_wr<=~tx_busy; tx_d<= spi_q ;end   
43  : begin tx_wr<=~tx_busy; tx_d<= spi_q ;end      
default  tx_wr <= 0; endcase 
w25_spi_master w25_spi_master (
.clk       (  clk      ) , 
.rst       (  rst      ) , 
.pin_mosi  (  spi_mosi ) , 
.pin_sclk  (  spi_sck  ) , 
.pin_miso  (  spi_miso ) , 
.wr        (  spi_wr   ) , 
.busy      (  spi_master_busy ) ,
.din       (  spi_din  ) , 
.dout      (  spi_q    )   
);
async_transmitter #(  .ClkFrequency(ClkFrequency) ,.Baud(Baud))  async_transmitter (
	.clk(clk),
	.TxD_start(tx_wr),
	.TxD_data(tx_d),
	.TxD(txd),
	.TxD_busy(tx_busy)
);
async_receiver #(  .ClkFrequency(ClkFrequency) ,.Baud(Baud))  async_receiver(
	.clk(clk),
	.RxD(rxd),
	.RxD_data_ready (rx_ready),
	.RxD_data(rx_u8)   
 );
endmodule
module w25_spi_master (
input clk,rst,
output reg  pin_mosi,pin_sclk,
input pin_miso,
input wr,
output busy,
input [7:0] din,
output reg [7:0] dout 
);
reg [1:0] d ; always @ (posedge clk) if (rst) d<=0; else d<=(d[1])?0:(d+1);
wire move = d == 0; 
reg [7:0] st ;
reg [7:0] out_r8; always@(posedge clk)  if (wr&st==10) out_r8 <= din ;
reg [7:0] in_r8 ; always@(posedge clk)  if (st==116  ) dout <= in_r8 ;
reg  pin_miso_r ; always@(posedge clk)  if (d==1) pin_miso_r<= pin_miso;
always@(posedge clk)  if (rst) st<=0; else case(st)
0  :  begin  st <= 10 ; pin_mosi<=0;pin_sclk<=0;end  
10 : begin   pin_mosi<=0;pin_sclk<=0; if (  wr  ) st<=20  ;end  
20 :   if ( move ) st<=21  ;
21 :   if ( move ) st<=100 ; 
100: begin   pin_sclk<=0;      pin_mosi<=  out_r8[7] ;  if (move) st<=st+1 ;    end 
101: begin   pin_sclk<=1;      pin_mosi<=  out_r8[7] ;  in_r8[7] <= pin_miso_r;if (move) st<=st+1 ;    end 
102: begin   pin_sclk<=0;      pin_mosi<=  out_r8[6] ;  if (move) st<=st+1 ;    end 
103: begin   pin_sclk<=1;      pin_mosi<=  out_r8[6] ;  in_r8[6] <= pin_miso_r;if (move) st<=st+1 ;    end 
104: begin   pin_sclk<=0;      pin_mosi<=  out_r8[5] ;  if (move) st<=st+1 ;    end 
105: begin   pin_sclk<=1;      pin_mosi<=  out_r8[5] ;  in_r8[5] <= pin_miso_r;if (move) st<=st+1 ;    end 
106: begin   pin_sclk<=0;      pin_mosi<=  out_r8[4] ;  if (move) st<=st+1 ;    end 
107: begin   pin_sclk<=1;      pin_mosi<=  out_r8[4] ;  in_r8[4] <= pin_miso_r;if (move) st<=st+1 ;    end 
108: begin   pin_sclk<=0;      pin_mosi<=  out_r8[3] ;  if (move) st<=st+1 ;    end 
109: begin   pin_sclk<=1;      pin_mosi<=  out_r8[3] ;  in_r8[3] <= pin_miso_r;if (move) st<=st+1 ;    end 
110: begin   pin_sclk<=0;      pin_mosi<=  out_r8[2] ;  if (move) st<=st+1 ;    end 
111: begin   pin_sclk<=1;      pin_mosi<=  out_r8[2] ;  in_r8[2] <= pin_miso_r;if (move) st<=st+1 ;    end 
112: begin   pin_sclk<=0;      pin_mosi<=  out_r8[1] ;  if (move) st<=st+1 ;    end 
113: begin   pin_sclk<=1;      pin_mosi<=  out_r8[1] ;  in_r8[1] <= pin_miso_r;if (move) st<=st+1 ;    end 
114: begin   pin_sclk<=0;      pin_mosi<=  out_r8[0] ;  if (move) st<=st+1 ;    end 
115: begin   pin_sclk<=1;      pin_mosi<=  out_r8[0] ;  in_r8[0] <= pin_miso_r;if (move) st<=st+1 ;    end 
116: begin   pin_sclk<=0; if (move)  st<=st+1;end 
117: begin                if (move)  st<=10; end
default st<=0;
endcase
assign busy = (wr==1) || (st!=10) ;
endmodule 

===== design/flow/config.mk =====
export PLATFORM = sky130hd
export DESIGN_NAME = uart_burn_spi_flash
export DESIGN_NICKNAME = uart_burn_spi_flash
export VERILOG_FILES = /design/flow/design.v
export SDC_FILE = /design/flow/constraint.sdc
export NUM_CORES = 4
export LEC_CHECK = 1
export CORE_UTILIZATION = 40

===== design/flow/constraint.sdc =====
current_design uart_burn_spi_flash

set clk_period 5.6
set clk_io_pct 0.2

create_clock -name clk0 -period $clk_period [get_ports {clk}]

set non_clock_inputs [all_inputs -no_clocks]
set_input_delay [expr $clk_period * $clk_io_pct] -clock clk0 $non_clock_inputs
set_output_delay [expr $clk_period * $clk_io_pct] -clock clk0 [all_outputs]

===== design/flow/run.sh =====
#!/bin/bash
# OpenROAD 26Q1-2900-gdf79404cd8, Yosys 0.63+post, stock flow scripts
make -C /OpenROAD-flow-scripts/flow DESIGN_CONFIG=/design/flow/config.mk WORK_HOME=/design/flow/orfs finish

==> qor.csv <==
stage;metric;value;unit
worst_hold_path;min_to;async_receiver.tickgen.Acc[3];
pwr;p_sw;1.15;mW
logic_synthesis;ys_seq_share;56.8;%
worst_setup_path;rr_endpoint;w25_spi_master.st[0];
global_route;grtUsageMet1;28.1;%
logic_synthesis;topCellsByArea;edfxtp_1 45%, dfxtp_1 11%, nor2_1 3.7%;
logic_synthesis;syn_area;9180;um^2
clocking;cts_buffer_depth;2;
timing;slew_headroom;37.8;%
run;cap_violations;0;
timing;rsz0062_at_grt;false;
timing;fin_worst_skew;0.0128;ns
timing;hold_viol;0;
clocking;hold_buffers;0;
worst_setup_path;end_kind;flop;
timing;setup_ws;2.76;ns
logic_synthesis;ys_area;9180;um^2
global_route;use_met2;28.0;%
worst_setup_path;worst-setup-path-type;input pin to flop;
worst_setup_path;cp_cell_sequence;clkdlybuf4s50_1 -> buf_4 -> nor3_1 -> a22oi_1 -> o21ai_1 -> nor4_1 -> nand4_1;
clocking;post_cts_buffers;0;
pwr;combPwrFrac;19.4;%
logic_synthesis;synthArstFlopShare;0;%
layout;syn2layout_area_growth;14.1;%
drt;dr.pass1.iters;5;
worst_setup_path;r2r_start;w25_spi_master.st[0];
drt;drtIter0Drc;504;
worst_setup_path;rrSetupSlack;2.93;ns
pwr;p_clk_share;33.6;%
timing;setup_viol;0;
floorplanning;ioPinCount;71;
timing;fin_crit_sh;50.7;%
floorplanning;coreArea;22600;um^2
logic_synthesis;ys_ff;191;
timing;worst_pin_slew;0.929;ns
layout;fillCellCount;2047;
worst_setup_path;startpoint_type;input pin;
timing;max_freq;352;MHz
pwr;p_int;2.52;mW
worst_hold_path;min_path_cells;1;
logic_synthesis;ys_types;75;
pwr;powerDensity;350;nW/um^2
global_route;grtUsageMet3;4.54;%
logic_synthesis;synthCells;833;
logic_synthesis;synth-edff-count;139;
logic_synthesis;top_area_share;45.5;%
placed_design;port-buffer-count;38;
worst_setup_path;rr_worst_depth;7;
global_route;grt_pass1_wl;32300;um
timing;finalCriticalPeriod;2.84;ns
drt;drc;0;
drt;detail-route-antenna-nets;0;
pwr;cellLeakagePower;3.50;nW
placed_design;dp_slack;2.35;ns
clocking;path_clk_slew;0.08;ns
drt;vias_per_cell;5.52;
logic_synthesis;flop_cell;edfxtp_1;
logic_synthesis;yosys_cells;833;
clocking;clk_latency;0.43;ns
global_route;antenna_found_initial;0;
worst_hold_path;hold_class;flop to flop;
timing;drv_slew;0;
logic_synthesis;top_cell;edfxtp_1;
clocking;cts-root-buf;clkbuf_16;
run;log.warning_count;62;
worst_setup_path;critPathArrivalTime;3.12;ns
worst_setup_path;worst-path-max-fanout;44;
worst_setup_path;critical_path_required;5.88;ns
placed_design;gp_congestion;0.977;
logic_synthesis;common_cells;139 x edfxtp_1, 91 x nor2_1, 67 x nand2_1;
worst_hold_path;hold_path_startpoint;async_receiver.tickgen.Acc[3];
logic_synthesis;ys_warn_count;8;
worst_setup_path;cpPeakStageDelay;0.45;ns
clocking;cts-htree-levels;4;
floorplanning;die_y;154;um
pwr;switching_share;31.3;%
drt;wl;19800;um
clocking;cts_tree;yes;
global_route;globalRoute.busiestLayer;met1;
global_route;grt_max_degree;45;
clocking;numCtsBuffers;17;
logic_synthesis;top_area_cell;edfxtp_1;
global_route;track_usage;18.3;%
drt;n_antenna_cell;0;
pwr;sequentialPowerShare;47.0;%
clocking;cts_num_sinks;191;
drt;routedWlPerCell;17.0;um
status;status;finished clean;
global_route;overflow;0;
global_route;grt_pass1_vias;6105;
pwr;vdd_ir_drop_max;0.223;mV
floorplanning;fp_util;40.7;%
floorplanning;dieArea;23600;um^2
clocking;ctsResizeCount;0;
worst_setup_path;slowest_stage;clkdlybuf4s50_1;
logic_synthesis;avgSynthCellArea;11.0;um^2
drt;vias;6422;
placed_design;dp_hpwl;13200;um
floorplanning;placementRows;55;
floorplanning;fp.dieW;154;um
timing;fin_setup_tns;0;ns
layout;drive_gt1_share;10.0;%
==> worst max-delay path, delay by kind of cell <==
kind            cells  cell delay [ns]
simple gates        3             0.80
compound gates      2             0.35
buf+inv             2             0.83
==> flip-flops by register name (all words and copies together), names as in the netlist, 3 cells and up <==
| signal | cells |
|---|---|
| out32 | 32 |
| async_transmitter.tickgen.Acc | 18 |
| c | 16 |
| len | 16 |
| async_receiver.tickgen.Acc | 15 |
| async_receiver.RxD_data | 8 |
| async_transmitter.TxD_shift | 8 |
| spi_din | 8 |
| tx_d | 8 |
| w25_spi_master.dout | 8 |
| w25_spi_master.in_r8 | 8 |
| w25_spi_master.out_r8 | 8 |
| w25_spi_master.st | 8 |
| st | 6 |
| async_receiver.RxD_state | 4 |
| async_transmitter.TxD_state | 4 |
| async_receiver.OversamplingCnt | 3 |
==> worst max path at each step <==
stage                                     startpoint                    to  slack, ns  depth (start not counted)
after CTS             async_transmitter.TxD_state[3]                   txd       2.74                          2
after global routing            w25_spi_master.st[0]  w25_spi_master.st[1]       2.60                          8
final                                            rst                 st[2]       2.76                          7
==> logic make-up (layout without fill, tap and decap cells) <==
logic type | Yosys count | count (layout) | share of synthesized area (%)
AND-OR/OR-AND | 126 | 126 | 9.52
XOR/XNOR | 61 | 61 | 5.82
adder cells (fa/ha/maj) | 13 | 13 | 1.77
buffers and inverters | 62 | 107 | 2.96
flip-flops | 191 | 191 | 56.8
multiplexers | 17 | 17 | 2.06
other | 1 | 1 | 0.0408
AND/OR/NAND/NOR | 362 | 362 | 21.0
==> placed cells by master, fill, tap and decap left out, types with 8 or more instances in the layout <==
cell type and n:
nor2b_1 14, dfxtp_1 52, and3_1 12, mux2_2 13, xnor2_1 35, nor4_1 12
nand2b_1 18, and2_1 8, a21oi_1 25, nand2_1 67, nor3_1 26, nand3b_1 11
xor2_1 26, buf_4 20, nand3_1 26, nor2_1 91, a31oi_1 8, clkdlybuf4s50_1 38
or2_2 9, ha_1 13, o21ai_0 21, inv_1 16, clkbuf_16 18, nand4_1 20
edfxtp_1 139
==> cell type report <==
type / count / area, um^2 / area share (%)
sequential: 191 / 5220 / 49.8
multi-input combinational: 580 / 3700 / 35.3
timing repair buffer: 58 / 531 / 5.06
clock buffer: 18 / 450 / 4.30
tap: 285 / 357 / 3.40
clock inverter: 14 / 160 / 1.53
inverter: 17 / 63.8 / 0.609
==> power by group through the flow <==
stage | logic [mW] | clock network, mW | registers, mW
CTS | 0.700 | 1.26 | 1.72
global route | 0.786 | 1.31 | 1.74
finish | 0.712 | 1.23 | 1.72
==> metrics by stage <==
| stage | area [um^2] | cells | hold slack (ns) | util [%] | total power, mW |
|---|---|---|---|---|---|
| 5_1_grt | 10500 | 1163 | 0.425 | 46.4 | 3.84 |
| 3_3_place_gp | 9870 | 1131 | 0.384 | 43.7 | 2.46 |
| 3_5_place_dp | 9870 | 1131 | 0.391 | 43.7 | 2.45 |
| 2_1_floorplan | 9180 | 833 | 0.370 | - | 2.28 |
| 4_1_cts | 10500 | 1163 | 0.411 | 46.4 | 3.68 |
| 6_report | 10500 | 1163 | 0.407 | 46.4 | 3.66 |
==> routing by layer <==
layer / routed length, um / vias to the layer above
met2: 9160 / 244
li1: - / 3144
met4: 388 / 0
met5: 0 / -
met3: 1470 / 23
met1: 8790 / 3011
No activity file was given, so power comes from the tool's default toggle rates.
